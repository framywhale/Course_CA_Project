<file path="run.sh">
#!/bin/bash
# OpenROAD 26Q1-2900-gdf79404cd8, Yosys 0.63+post, stock flow scripts
make -C /OpenROAD-flow-scripts/flow DESIGN_CONFIG=/design/flow/config.mk WORK_HOME=/design/flow/orfs finish
</file>
<file path="config.mk">
export PLATFORM = sky130hd
export DESIGN_NAME = writeback_stage
export DESIGN_NICKNAME = writeback_stage
export VERILOG_FILES = /design/flow/design.v
export SDC_FILE = /design/flow/constraint.sdc
export NUM_CORES = 4
export LEC_CHECK = 1
export CORE_AREA = 10 10 176 176
export DIE_AREA = 0 0 186 186
</file>
<file path="constraint.sdc">
current_design writeback_stage

set clk_period 6.4
set clk_io_pct 0.2

create_clock -name clk0 -period $clk_period

set non_clock_inputs [all_inputs -no_clocks]
set_input_delay [expr $clk_period * $clk_io_pct] -clock clk0 $non_clock_inputs
set_output_delay [expr $clk_period * $clk_io_pct] -clock clk0 [all_outputs]
</file>
<file path="design.v">
`timescale 10ns / 1ns
module writeback_stage(
    input wire                       clk,
    input wire                       rst,
    input wire           MemToReg_MEM_WB,
    input wire  [ 3:0]   RegWrite_MEM_WB,
    input wire  [ 1:0]       MFHL_MEM_WB,
    input wire                 LB_MEM_WB, 
    input wire                LBU_MEM_WB, 
    input wire                 LH_MEM_WB, 
    input wire                LHU_MEM_WB, 
    input wire  [ 1:0]         LW_MEM_WB, 
    input  wire [ 1:0]       MFHL_ID_EXE,
    input wire  [ 4:0]   RegWaddr_MEM_WB,
    input wire  [31:0]  ALUResult_MEM_WB,
    input wire  [31:0]  RegRdata2_MEM_WB,
    input wire  [31:0]         PC_MEM_WB,
    input wire  [31:0]   MemRdata_MEM_WB,
    input wire  [31:0]         HI_MEM_WB,
    input wire  [31:0]         LO_MEM_WB,
    output wire [ 4:0]       RegWaddr_WB,
    output wire [31:0]       RegWdata_WB,
    output wire [31:0]       RegWdata_Bypass_WB,
    output wire [ 3:0]       RegWrite_WB,
    output wire [31:0]             PC_WB,
    input  wire [31:0]   cp0Rdata_MEM_WB,
    input  wire              mfc0_MEM_WB
);
    wire        MemToReg_WB;
    wire  [31:0]  HI_LO_out;
    wire  [31:0] MemRdata_Final;
    assign HI_LO_out = {32{MFHL_MEM_WB[1]}} & HI_MEM_WB |
                       {32{MFHL_MEM_WB[0]}} & LO_MEM_WB;   
    assign       PC_WB =       PC_MEM_WB;
    assign RegWaddr_WB = RegWaddr_MEM_WB;
    assign MemToReg_WB = MemToReg_MEM_WB;
    assign RegWrite_WB = RegWrite_MEM_WB;
    assign RegWdata_WB = |MFHL_MEM_WB ? HI_LO_out : (MemToReg_WB ? MemRdata_Final : (mfc0_MEM_WB ? cp0Rdata_MEM_WB : ALUResult_MEM_WB));
    assign RegWdata_Bypass_WB = |MFHL_MEM_WB ? HI_LO_out : (mfc0_MEM_WB ? cp0Rdata_MEM_WB :ALUResult_MEM_WB);
    RegWdata_Sel RegWdata (
          .MemRdata (       MemRdata_MEM_WB),
          .Rt_data  (      RegRdata2_MEM_WB),
          .LW       (             LW_MEM_WB),
          .vaddr    ( ALUResult_MEM_WB[1:0]),
          .LB       (             LB_MEM_WB),
          .LBU      (            LBU_MEM_WB),
          .LH       (             LH_MEM_WB),
          .LHU      (            LHU_MEM_WB),
          .RegWdata (        MemRdata_Final)
    );
endmodule  
module RegWdata_Sel(
    input  [31:0] MemRdata,
    input  [31:0]  Rt_data,
    input  [ 1:0]       LW,
    input  [ 1:0]    vaddr,
    input               LB,
    input              LBU,
    input               LH,
    input              LHU,
    output [31:0] RegWdata
);
    wire [31:0] LWL_data, LWR_data;
    wire [3:0] v;
    wire LWL, LWR;
    wire [7:0]  LB_data;
    wire [15:0] LH_data;
    assign LWL =  LW[1] & ~LW[0];
    assign LWR = ~LW[1] &  LW[0];
    assign v[3] =  vaddr[1] &  vaddr[0];
    assign v[2] =  vaddr[1] & ~vaddr[0];
    assign v[1] = ~vaddr[1] &  vaddr[0];
    assign v[0] = ~vaddr[1] & ~vaddr[0];
    assign LWL_data = ({32{v[0]}} & {MemRdata[ 7:0],Rt_data[23:0]} | {32{v[1]}} & {MemRdata[15:0],Rt_data[15:0]}) |
                      ({32{v[2]}} & {MemRdata[23:0],Rt_data[ 7:0]} | {32{v[3]}} & MemRdata);
    assign LWR_data = ({32{v[3]}} & {Rt_data[31: 8],MemRdata[31:24]} | {32{v[2]}} & {Rt_data[31:16],MemRdata[31:16]}) |
                      ({32{v[1]}} & {Rt_data[31:24],MemRdata[31: 8]} | {32{v[0]}} & MemRdata);
    assign LB_data = ({8{v[0]}} & MemRdata[ 7: 0] | {8{v[1]}} & MemRdata[15: 8]) |
                     ({8{v[2]}} & MemRdata[23:16] | {8{v[3]}} & MemRdata[31:24]) ;
    assign LH_data = {16{v[0]}} & MemRdata[15: 0] |
                     {16{v[2]}} & MemRdata[31:16] ;  
    assign RegWdata = (({32{&LW}} & MemRdata | {32{ LB}} & {{24{LB_data[7]}},  LB_data}) | ({32{LBU}} & {24'd0,LB_data} | {32{ LH}} & {{16{LH_data[15]}}, LH_data})) |
                      (({32{LHU}} & {16'd0,LH_data} | {32{LWL}} & LWL_data) |  {32{LWR}} & LWR_data) ;
endmodule
</file>
==> impl_metrics.ini <==
; generated from flow reports
[status]
status = finished, final reports clean

[final_timing]
setup_tns_ns = 0
drv_slew = 0
period_needed_ns = 5.384
finalCritPeriodShare_pct = 84.13
rsz0062_at_grt = no
setup_viol = 0
worstMarginPinSlew_ns = 0.8233
whs_ns = 2.560
fmax_ghz = 0.1857
finalHoldViolations = 0
slew_headroom_pct = 44.99

[routing]
drc_errors = 0
wl_um = 24530
vias_per_cell = 4.557
routedWlPerCell_um = 24.43
ant_nets = 0
vias = 4575
dr.pass1.iters = 4
drt_iter0_drc = 213

[clock_tree]
cts.repair.resized = 0
hold_buffers = 0
post_cts_buffers = 0

[synth]
synthCells = 462
yosysSeqAreaShare_pct = 0
simple_gate_share_pct = 18.68
yosys_cells = 462
netlist_logic_family_top = AND-OR/OR-AND gates
yosysChipArea_um2 = 3383
ys_sh_mux_pct = 30.81
syn_area_um2 = 3383
yosys_warnings = 0
ys_sh_xor_pct = 0
syn-mean-instance-area_um2 = 7.323
ys_sh_aoi_pct = 34.47
ys_types = 43
adder_share_pct = 0

[flow_run]
drv_cap = 0
warnings = 36

[placement]
place_inst = 998
hpwl_um = 20450
gp_congestion = 0.8631
port_buffers = 266
placed_cell_area_um2 = 6023

[finish]
nFillCells = 2979
final_area_um2 = 6038
design.seq.count = 0
area_delta_synth_final_pct = 78.48
seq_area_um2 = 0
lay_top_cells = clkdlybuf4s50_1 (261), nand2_1 (45), o21ai_0 (42)
nClkBuffers = 0
layout_top_cell = clkdlybuf4s50_1
layout.cells.non_filler = 1004
logic_area_um2 = 2843
drive_gt1_share_pct = 10.05

[grt]
grt_pass1_wl_um = 33120
grt_max_degree = 50
grt_usage_pct = 13.36
grt_overflow = 0
first_global_vias = 4706
antenna_found_initial = 13

[setup_path]
critPathCaptureType = output pin
crit_path_cell_trace = clkdlybuf4s50_1 > o21bai_1 > and2_1 > a221oi_1 > a31oi_1 > clkdlybuf4s50_1
crit_path_start_kind = input port
slowest_delay_ns = 0.86
crit_fanout = 13
critPathArrivalTime_ns = 4.10
required_ns = 5.12
worst_path_max_delay_cell = clkdlybuf4s50_1
critPathKind = input port to output pin
cp_common_cell = clkdlybuf4s50_1

[pwr]
peakVddDrop_uv = 15.45
power_density_nw_per_um2 = 77.61
p_leak_nw = 2.157

[floorplan]
io_pins = 352
initial_core_util_pct = 12.52
fp-row-count = 60
core_um2 = 27030
die_h_um = 186
die_w_um = 186
die-area_um2 = 34600

[hold_path]
hold_path.class = input port to output pin
## cells by family after synthesis
group	count (synthesis)
AND/OR/NAND/NOR	131
buffers and inverters	88
AND-OR/OR-AND	167
multiplexers	76
## synthesized netlist by cell type (15+ instances only)
cell type,count,area [um2]
a22oi_1,36,270.3
o21ai_0,42,210.2
mux2i_1,40,400.4
nor2b_1,17,106.4
mux4_2,21,473.0
nor2_1,36,135.1
nand2_1,45,168.9
buf_4,43,322.8
buf_2,17,85.08
clkbuf_1,21,78.83
a31oi_1,23,143.9
mux2_2,15,168.9
## layer usage
layer | share of wire (%) | vias up | wire length, um | GRT usage, %
li1 | - | 2144 | - | -
met1 | 38 | 2150 | 9412 | 15.87
met4 | 2.2 | 10 | 550 | 2.709
met3 | 12 | 42 | 3019 | 5.986
met5 | 0.27 | - | 66 | 0
met2 | 47 | 229 | 11480 | 21.80
## worst max-delay path, delay by kind of cell
family	cells	cell delay [ns]
buf+inv	2	1.40
simple gates	1	0.58
compound gates	3	0.84
## power breakdown
group	internal, W	switching, W
clock	0.000000000126	0
combinational	0.000276	0.000193
sequential	0	0
## final timing paths
path / from / end / slack, ns / cells past startpoint
worst max-delay path: LW_MEM_WB[1] / RegWdata_WB[23] / 1.02 / 6
worst min-delay path: PC_MEM_WB[0] / PC_WB[0] / 2.56 / 0
## metrics by stage
stage                     utilization (%)  setup WS (ns)  total power (W)
after floorplan                         -          2.667        0.0001907
after global placement              22.29         0.9849        0.0004746
after detailed placement            22.29         0.9390        0.0004754
after CTS                           22.29         0.9436        0.0004778
after global routing                22.31         0.8526        0.0005070
final                               22.34          1.016        0.0004686
## final cells by class
class,count,share of cell area [%]
Multi-Input combinational cell,374,47.08
Antenna cell,6,0.2487
Inverter,3,0.1865
Tap cell,341,7.066
Timing Repair Buffer,280,45.42
Power and IR drop assume default switching activity.
